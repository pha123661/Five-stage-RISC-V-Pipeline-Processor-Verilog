`flow/run.sh`:
```
#!/bin/bash
# OpenROAD 26Q1-2900-gdf79404cd8, Yosys 0.63+post, stock flow scripts
make -C /OpenROAD-flow-scripts/flow DESIGN_CONFIG=/design/flow/config.mk WORK_HOME=/design/flow/orfs finish
```
`flow/design.v`:
```
module WB_register (clk_i, rst_i, WB_i, DM_i, alu_ans_i, WBreg_i,pc_add4_i ,WB_o, DM_o, alu_ans_o, WBreg_o,pc_add4_o);
    input clk_i;
    input rst_i;
    input [2:0] WB_i;
    input [31:0] DM_i;
    input [31:0] alu_ans_i;
    input [4:0] WBreg_i;
    input [31:0] pc_add4_i;
    output reg [2:0] WB_o;
    output reg [31:0] DM_o;
    output reg [31:0] alu_ans_o;
    output reg [4:0] WBreg_o;
    output reg [31:0] pc_add4_o;
    always @(posedge clk_i)
    begin
        if (!rst_i)
        begin
            WB_o <= 3'b000;
            DM_o <= 32'b00000000000000000000000000000000;
            alu_ans_o <= 32'b00000000000000000000000000000000;
            WBreg_o <= 5'b00000;
            pc_add4_o <= 32'b00000000000000000000000000000000;
        end
        else
        begin
            WB_o <= WB_i;
            DM_o <= DM_i;
            alu_ans_o <= alu_ans_i;
            WBreg_o <= WBreg_i;
            pc_add4_o <= pc_add4_i;
        end
    end
endmodule
```
`flow/constraint.sdc`:
```
current_design WB_register

set clk_period 1.0
set clk_io_pct 0.2

create_clock -name clk0 -period $clk_period [get_ports {clk_i}]

set non_clock_inputs [all_inputs -no_clocks]
set_input_delay [expr $clk_period * $clk_io_pct] -clock clk0 $non_clock_inputs
set_output_delay [expr $clk_period * $clk_io_pct] -clock clk0 [all_outputs]
```
`flow/config.mk`:
```
export PLATFORM = sky130hd
export DESIGN_NAME = WB_register
export DESIGN_NICKNAME = WB_register
export VERILOG_FILES = /design/flow/design.v
export SDC_FILE = /design/flow/constraint.sdc
export NUM_CORES = 4
export LEC_CHECK = 1
export CORE_UTILIZATION = 30
```
==> impl_metrics.toml <==
# implementation run metrics
[yosys]
ys_cells = 219
ys.flop_type = "dfxtp_1"
netlist_instances = 219
avgSynthCellArea_sq_um = 12.93
synthTopCellsByCount = "and2_1, dfxtp_1, buf_6"
yosysTopAreaCellShare_pct = 73.53
synth_cell_types = 4
synth_warnings = 1
yosysTopAreaCell = "dfxtp_1"
syn_area_sq_um = 2831
ys_ff = 104
async_reset_ff_share_pct = 0
yosys_area_sq_um = 2831
edf_count = 0
synthTopCellsByArea = "dfxtp_1, and2_1, buf_6"
ys_seq_share_pct = 73.53

[final_timing]
period_used_pct = 97.20
rsz0062_at_grt = "true"
layout_min_cycle_time_ns = 0.9720
worst_slack_ns = 0.02804
relSlewSlack_pct = 79.45
worstMarginPinSlew_ns = 0.3083
finalHoldViolCount = 0
tns_ns = 0
setup_viol = 0
drv_slew = 0
clock.fmax_mhz = 1029

[global_route]
overflow = 0
grt_pass1_vias = 2006
grt.total_usage_pct = 14.09
antenna_found_initial = 0
grt_max_degree = 43
grt_pass1_wl_mm = 10.52

[place]
dp_hpwl_mm = 5.039
placed_cells = 531
port_buffers = 209
place.gp.congestion = 0.7089
dpl_worst_slack_ns = 0.01550
placed_cell_area_sq_um = 4994

[setup_path]
crit_arrival_ns = 0.77
worst-path-buf-inv = 1
worstPathCellList = "buf_2"
crit_path_end_kind = "output port"
cp_max_fo = 1
crit_slowest_cell = "dfxtp_2"
max_stage_delay_ns = 0.32
crit_type = "reg2out"
startpoint_type = "flop"
crit_required_ns = 0.80
cp_top_family = "flip-flops"

[run_status]
status = "completed"

[die]
core_area_sq_um = 9196
dieHeight_um = 99.15
dieArea_sq_um = 9831
rows = 35
boundaryPins = 210
die_x_um = 99.15
fp_util_pct = 30.79

[run]
maxCapViolCount = 0
warnings = 27

[clocking]
postCtsSetupRepairBufs = 0
clockBufferDepth = 2
cts-root-buf = "clkbuf_8"
cts_buffers = 9
clock_sinks = 104
ctsHoldBuffers = 0
clkTransAtPathRegs_ns = 0.10
cts_tree = "done"
htreeDepth = 3

[drt]
ant_nets = 0
drc = 0
antennaDiodeCount = 0
dr.pass1.iters = 4
viasPerCell = 3.856
avgRoutedWirePerCell_um = 12.61
drt_iter0_markers = 23
totalWireLength_mm = 6.898
vias = 2109

[cells_and_area]
layout-drive-gt1-share_pct = 29.82
area_growth_pct = 64.96
fin_cells = 547
design_area_sq_um = 4671

[power_and_ir_drop]
power.total_mw = 7.616
power_density_nw_per_um2 = 1631
vdd_drop_max_mv = 0.6163
p_leak_nw = 2.168

[min_path]
hp-class = "in2reg"
[where the power goes]
part / switching (mW) / leakage (nW) / internal (mW) / total (mW)
clock: 1.38 / 0.0963 / 1.06 / 2.45
sequential: 0.0411 / 0.868 / 4.36 / 4.40
combinational: 0.169 / 1.20 / 0.599 / 0.768
[per-stage QoR]
stage | hold slack (ns) | util (%)
floorplan | 0.3217 | -
finish | 0.3225 | 50.79
detailed placement | 0.6933 | 54.30
CTS | 0.3013 | 50.75
global placement | 0.6841 | 54.30
global route | 0.3179 | 50.79
[layer usage]
layer  share of wire [%]  up-vias  GRT usage [%]  wire length, um
li1                    -     1080              -                -
met1                  42      906          19.34             2919
met2                  46      113          22.70             3168
met3                  10       10          4.932              713
met4                 1.4        0          2.149               97
met5                   0        -              0                0
[cells by family (layout without fill, tap and decap cells)]
group                  Yosys count  in the layout  synth area share, %
AND/OR/NAND/NOR                104            104                22.98
flip-flops                     104            104                73.53
buffers and inverters           11            228                3.491
[layout by cell type, fill, tap and decap left out]
cell / synthesis / routed
buf_2: 4 / 105
and2_1: 104 / 104
clkdlybuf4s50_1: 0 / 104
dfxtp_1: 104 / 98
clkbuf_8: 0 / 11
dfxtp_2: 0 / 6
inv_6: 0 / 2
buf_4: 0 / 2
clkinv_2: 0 / 1
clkinv_4: 0 / 1
clkinvlp_4: 0 / 1
buf_12: 0 / 1
[timing repair]
item                       4_1_cts  5_1_grt
resized                        322        3
cloned                           0        0
setup endpoints to repair      104       64
[flip-flops by register name, indices dropped and copies added (netlist names)]
register / flops
DM_o: 32
alu_ans_o: 32
pc_add4_o: 32
WBreg_o: 5
WB_o: 3
[final cells by class]
class,instances,area [sq um]
clock inverter,5,38.79
fill,841,4526
clock buffer,11,151.4
tap,111,138.9
timing repair buffer,212,1602
multi-input combinational,104,650.6
sequential,104,2090
[final timing paths]
check / startpoint / slack, ns / cells past startpoint / to
setup / recovery: DM_o[0] / 0.03 / 1 / DM_o[0]
hold / removal: rst_i / 0.32 / 3 / pc_add4_o[13]
Power and IR drop assume default switching activity.
