$ cat flow/design.v
module MEM_register (clk_i, rst_i, instr_i, WB_i, Mem_i,  zero_i, alu_ans_i, rtdata_i, WBreg_i,pc_add4_i, instr_o, WB_o, Mem_o,  zero_o, alu_ans_o, rtdata_o, WBreg_o,pc_add4_o);
    input clk_i;
    input rst_i;
    input [31:0] instr_i;
    input [2:0] WB_i;
    input [1:0] Mem_i;
    input zero_i;
    input [31:0] alu_ans_i;
    input [31:0] rtdata_i;
    input [4:0] WBreg_i;
    input [31:0] pc_add4_i;
    output reg [31:0] instr_o;
    output reg [2:0] WB_o;
    output reg [1:0] Mem_o;
    output reg zero_o;
    output reg [31:0] alu_ans_o;
    output reg [31:0] rtdata_o;
    output reg [4:0] WBreg_o;
    output reg [31:0] pc_add4_o;
    always @(posedge clk_i)
    begin
        if (!rst_i)
        begin
            instr_o <= 32'b00000000000000000000000000000000;
            WB_o <= 3'b000;
            Mem_o <= 2'b00;
            zero_o <= 1'b0;
            alu_ans_o <= 32'b00000000000000000000000000000000;
            rtdata_o <= 32'b00000000000000000000000000000000;
            WBreg_o <= 5'b00000;
            pc_add4_o <= 32'b00000000000000000000000000000000;
        end
        else
        begin
            instr_o <= instr_i;
            WB_o <= WB_i;
            Mem_o <= Mem_i;
            zero_o <= zero_i;
            alu_ans_o <= alu_ans_i;
            rtdata_o <= rtdata_i;
            WBreg_o <= WBreg_i;
            pc_add4_o <= pc_add4_i;
        end
    end
endmodule
$ cat flow/run.sh
#!/bin/bash
# OpenROAD 26Q1-2900-gdf79404cd8, Yosys 0.63+post, stock flow scripts
make -C /OpenROAD-flow-scripts/flow DESIGN_CONFIG=/design/flow/config.mk WORK_HOME=/design/flow/orfs finish
$ cat flow/config.mk
export PLATFORM = sky130hd
export DESIGN_NAME = MEM_register
export DESIGN_NICKNAME = MEM_register
export VERILOG_FILES = /design/flow/design.v
export SDC_FILE = /design/flow/constraint.sdc
export NUM_CORES = 4
export LEC_CHECK = 1
export CORE_AREA = 10 10 159 159
export DIE_AREA = 0 0 169 169
$ cat flow/constraint.sdc
current_design MEM_register

set clk_period 1.0
set clk_io_pct 0.2

create_clock -name clk0 -period $clk_period [get_ports {clk_i}]

set non_clock_inputs [all_inputs -no_clocks]
set_input_delay [expr $clk_period * $clk_io_pct] -clock clk0 $non_clock_inputs
set_output_delay [expr $clk_period * $clk_io_pct] -clock clk0 [all_outputs]
==> ci_impl_report.md <==
### Flow metrics

| Metric | Value |
|---|---|
| Design Power | 13.6 mW |
| Area grow syn2layout | 80.9% |
| Num CTS Buffers | 17 |
| Setup violations, final | 126 |
| Clock Sinks | 139 |
| Max Slew Vio Count | 0 |
| Finished layout cell area | 6880 sq um |
| Synth warn | 1 |
| Final worst slack | -0.0365 ns |
| Net Sw Frac | 20.4% |
| Max Fclk | 965 MHz |
| CTS root buffer | clkbuf_16 |
| Vias | 2,888 |
| Placed Cells | 841 |
| Tool warnings | 27 |
| CP Class | reg2out |
| Overall routed net length | 13,400 um |
| Register bit count reported by yosys | 139 |
| Gate power share | under 10% |
| Vias in the first global route | 3,097 |
| Port-buffer cells | 279 |
| Buf/Inv on CP | 1 |
| Layout cells sized above 1 | about a third |
| Die Width | 169 um |
| Pwr dens | a little under 2000 nW/um^2 |
| Int Pwr | 10.9 mW |
| Worst Hold Class | in2reg |
| Crit path DRT | 0.80 ns |
| CP Capture Type | output pin |
| Fill count | approximately 2.3k |
| GRT Resource Usage Total | 8.92% |
| Clock slew at reported path FFs | 0.06 ns |
| Area leader, netlist | dfxtp_1 |
| ANT nets after route | 0 |
| Critical Path AT | between 0.8 and 0.9 ns |
| Drt first pass iters | 3 |
| CTS tree | done |
| DP Area | 6860 sq um |
| Sequential share of power | 43.4% |
| Failing checks | negative setup slack |
| Synth unique cells | 4 |
| Die Ht | 169 um |
| Part of the cycle the worst path needs | 104% |
| Asr flop ratio synth | 0% |
| Cell row count | 54 |
| Area leader share | 73.2% |
| Worst-margin pin slew | 0.179 ns |
| RSZ-0062 raised after global routing | yes |
| CP max-delay cell | dfxtp_2 |
| H-tree depth | 4 |
| Core box area | approximately 22,000 sq um |
| Clock tree buffer depth | 2 |
| Fin crit period | 1.04 ns |
| Leak Pwr | 3.09 nW |
| Cells along the critical path | buf_6 |
| Crit path max-delay family | flip-flops |
| Syn Inst Count | around 290 |
| Drt first-iter violations | around 120 |
| Largest net degree at the start of global routing | 45 |
| Critical Path Max Stage Delay | 0.32 ns |
| DR WL/cell | 15.3 um |
| YS chip area | 3800 sq um |
| Yosys Instances | 293 |
| Top cells, area | dfxtp_1 73%, and2_1 23%, buf_6 3.6% |
| First-pass GRT wire length | 19,400 um |
| Crit start category | flip-flop |
| Vias per std cell | 3.31 |
| Psw | approximately 2.8 mW |
| DRC errors left | 0 |
| Synth Seq Share | 73.2% |
| Crit path max fanout | 1 |
| Grt ovf | 0 |
| Die area | 28,600 sq um |
| Mapped Area | roughly 3800 sq um |
| Status | complete, but fails checks |
| I/O pin count | around 280 |
| Max-capacitance violation count | 0 |
| VDD IR max | 0.836 mV |
| Hold_ws | between 0.1 and 0.15 ns |
| Post-synth top cells | 139 x and2_1, 139 x dfxtp_1, 12 x buf_6 |
| Initial antenna violation count | 1 |
| Gpl congestion | 0.754 |
| Final-report hold violation count | 0 |
| # hold bufs at CTS | 0 |
| Post-synth EDFFs | 0 |
| FP Util | 17.4% |
| Syn_area_per_cell | 13.0 sq um |
| Final non-filler cell total | 873 |
| Final HPWL DP | 10,300 um |
| Clk pwr share | 48.5% |
| Max transition margin | around 90% |
| Dominant flop cell | dfxtp_1 |
[routing by layer]
layer	vias to the layer above	GRT usage, %	share of wire (%)	wire length, um
li1	1453	-	-	-
met3	7	5.83	15	1950
met1	1252	10.3	40	5330
met2	176	14.1	45	5990
met4	0	0.826	0.81	108
met5	-	0	0	0
[through the flow]
stage | utilization, % | setup slack (ns) | TNS [ns]
finish | 31.5 | -0.0365 | -1.24
global route | 31.5 | -0.102 | -8.36
CTS | 31.3 | -0.0801 | -5.68
detailed placement | 31.4 | -0.0513 | -0.254
global placement | 31.4 | -0.0507 | -0.235
floorplan | - | 0.312 | 0
[path summary, 6_finish.rpt]
kind	startpoint	to	cells past startpoint
setup / recovery	instr_o[6]$_SDFF_PN0_	instr_o[6]	1
hold / removal	rst_i	pc_add4_o[5]$_SDFF_PN0_	2
[sequential cells by signal, summed over array words and instances (netlist names)]
name       cells
alu_ans_o     32
instr_o       32
pc_add4_o     32
rtdata_o      32
WBreg_o        5
WB_o           3
Mem_o          2
zero_o         1
[timing repair]
item                                    in CTS  in global routing
gates resized                              462                 18
gates cloned                                 0                  0
endpoints found under the setup margin     139                139
buffers inserted                             0                  0
pin swaps                                    0                  0
[power by group through the flow]
stage	sequential [mW]	clock, mW	combinational [mW]
CTS	5.91	6.88	1.13
global route	5.94	7.09	1.22
finish	5.91	6.62	1.10
[cells in the final DEF, fill, tap and decap left out]
| cell | count |
|---|---|
| and2_1 | 139 |
| buf_12 | 3 |
| buf_2 | 130 |
| buf_4 | 2 |
| buf_6 | 9 |
| bufinv_16 | 4 |
| clkbuf_16 | 17 |
| clkdlybuf4s50_1 | 139 |
| clkinv_2 | 2 |
| clkinv_4 | 5 |
| clkinvlp_4 | 2 |
| dfxtp_1 | 113 |
| dfxtp_2 | 26 |
| diode_2 | 1 |
| inv_6 | 1 |
[logic make-up after synthesis]
kind of cell / synth area share (%)
flip-flops: 73.2
buffers and inverters: 3.95
AND/OR/NAND/NOR: 22.9
[area by class of cell]
cell class                 instances  area, sq um  share of cell area [%]
sequential                       139         2820                    40.9
timing repair buffer             283         2220                    32.2
multi-input combinational        139          870                    12.6
clock buffer                      17          425                    6.18
tap                              280          350                    5.09
clock inverter                    14          198                    2.87
antenna                            1         2.50                  0.0364
Power and IR drop assume default switching activity.
