### flow/design.v
module EXE_register (clk_i, rst_i, instr_i, WB_i, Mem_i, Exe_i, data1_i, data2_i, immgen_i, alu_ctrl_instr, WBreg_i, pc_add4_i, instr_o, WB_o, Mem_o, Exe_o,  data1_o, data2_o, immgen_o, alu_ctrl_input, WBreg_o,pc_add4_o);
    input clk_i;
    input rst_i;
    input [31:0] instr_i;
    input [2:0] WB_i;
    input [1:0] Mem_i;
    input [2:0] Exe_i;
    input [31:0] data1_i;
    input [31:0] data2_i;
    input [31:0] immgen_i;
    input [3:0] alu_ctrl_instr;
    input [4:0] WBreg_i;
    input [31:0] pc_add4_i;
    output reg [31:0] instr_o;
    output reg [2:0] WB_o;
    output reg [1:0] Mem_o;
    output reg [2:0] Exe_o;
    output reg [31:0] data1_o;
    output reg [31:0] data2_o;
    output reg [31:0] immgen_o;
    output reg [3:0] alu_ctrl_input;
    output reg [4:0] WBreg_o;
    output reg [31:0] pc_add4_o;
    always @(posedge clk_i)
    begin
        if (!rst_i)
        begin
            instr_o <= 32'b00000000000000000000000000000000;
            WB_o <= 3'b000;
            Mem_o <= 2'b00;
            Exe_o <= 3'b000;
            data1_o <= 32'b00000000000000000000000000000000;
            data2_o <= 32'b00000000000000000000000000000000;
            immgen_o <= 32'b00000000000000000000000000000000;
            alu_ctrl_input <= 4'b0000;
            WBreg_o <= 5'b00000;
            pc_add4_o <= 32'b00000000000000000000000000000000;
        end
        else
        begin
            instr_o <= instr_i;
            WB_o <= WB_i;
            Mem_o <= Mem_i;
            Exe_o <= Exe_i;
            data1_o <= data1_i;
            data2_o <= data2_i;
            immgen_o <= immgen_i;
            alu_ctrl_input <= alu_ctrl_instr;
            WBreg_o <= WBreg_i;
            pc_add4_o <= pc_add4_i;
        end
    end
endmodule
### flow/run.sh
#!/bin/bash
# OpenROAD 26Q1-2900-gdf79404cd8, Yosys 0.63+post, stock flow scripts
make -C /OpenROAD-flow-scripts/flow DESIGN_CONFIG=/design/flow/config.mk WORK_HOME=/design/flow/orfs finish
### flow/config.mk
export PLATFORM = sky130hd
export DESIGN_NAME = EXE_register
export DESIGN_NICKNAME = EXE_register
export VERILOG_FILES = /design/flow/design.v
export SDC_FILE = /design/flow/constraint.sdc
export NUM_CORES = 4
export LEC_CHECK = 1
export CORE_AREA = 10 10 197 197
export DIE_AREA = 0 0 207 207
### flow/constraint.sdc
current_design EXE_register

set clk_period 1.0
set clk_io_pct 0.2

create_clock -name clk0 -period $clk_period [get_ports {clk_i}]

set non_clock_inputs [all_inputs -no_clocks]
set_input_delay [expr $clk_period * $clk_io_pct] -clock clk0 $non_clock_inputs
set_output_delay [expr $clk_period * $clk_io_pct] -clock clk0 [all_outputs]
==> run summary <==
Implementation run completed; key figures follow.

CTS:
- The run gives the TritonCTS clock tree as done.
- The run puts the number of buffers inserted for hold repair after clock tree synthesis at 0.
- CTS added clock buffers totalling 17.
- The cell sitting at the root of the clock tree is a sky130_fd_sc_hd__clkbuf_16.
- The run gives the H-tree depth as 4.
- The run puts the maximum root-to-sink buffer count at 2.
- The run puts the number of clock sinks seen by CTS at ~180.
- The run puts the clock transition time at the flip-flop clock pins of the worst setup and hold paths at 0.07 ns.

Finish:
- Summing all non-filler instances in the final layout gives an area of 0.00867 mm^2.
- The run gives the layout cell share with drive strength beyond 1 as 0.336.
- The run puts the signed area change from the synthesized netlist to the final layout at 79.3%.

Die:
- The share of the core area taken by cells at floorplan is 0.140.
- 356 I/O pins were placed.
- The run puts the die width at 207 um.
- The run gives the placeable core region as 0.0345 mm^2.
- The initialized floorplan defines 68 standard-cell rows.
- The run puts the die span in y at a little over 200 um.
- The run puts the die outline area at 0.0428 mm^2.

Yosys:
- The cell type that accounts for the most area after synthesis is sky130_fd_sc_hd__dfxtp_1.
- The synthesis report lists the most area-consuming cells as sky130_fd_sc_hd__dfxtp_1 73%, sky130_fd_sc_hd__and2_1 23%, sky130_fd_sc_hd__buf_6 3.3%.
- The run gives the number of instances in the synthesized netlist as 373.
- The run puts the number of distinct standard cells referenced by the synthesized netlist at 6.
- Counting the warning lines in the Yosys log gives 1.
- The run gives the area share of the leading cell type in the synthesized netlist as 0.733.
- According to the Yosys statistics, the synthesized design has a chip area of 0.00483 mm^2.
- The run puts the average cell area after synthesis at about 13 um^2.
- The run gives the summed instance area of the synthesized netlist as 0.00483 mm^2.
- The run puts the synthesized flop and latch total at 177.
- The run gives the count of instantiated cells in the yosys netlist as between 300 and 400.
- The run puts the sequential area share after synthesis at 0.733.

Global route:
- The run puts the overall fraction of global-route tracks in use at 0.0830.
- The number of antenna violations at the first check in global routing came to 2.
- The run puts the via count of the first global-routing pass at approximately 3900.
- The first global-routing pass estimated ~27000 um of wire.
- The run puts the maximum number of pins on one net before global-route repair at 70.
- The run puts the overall overflow remaining after global route at 0.

Setup path:
- On the worst path, the slowest cell contributes a delay of 0.36 ns.
- Broken down by cell family, the worst path's largest delay share belongs to flip-flops.
- The worst setup path is captured at an output pin.
- Counting both buffers and inverters, the worst setup path holds a total of 1.
- The run puts the data required time of the worst path at approximately 0.80 ns.
- The critical path is of the flop to output pin type.
- STA classifies the critical path startpoint as a flop.
- The run gives the largest driver fanout on the critical path as 1.
- In this run the critical path is formed by buf_6.
- The slowest stage of the critical path is the sky130_fd_sc_hd__dfxtp_4 cell.
- The run puts the worst path arrival time at 0.91 ns.

Final timing:
- The run gives the final worst setup slack as -0.106 ns.
- The final timing report lists a hold violation count of 0.
- The run puts the final clock period utilization by the worst path at 1.11.
- Counting I/O delays and the setup requirement, the final critical path takes 1.11 ns.
- Pins over their slew limit in the final report were tallied at 0.
- The run puts the peak clock frequency supported by timing at 904 MHz.
- The run puts the slew of the pin with the lowest slew margin at 0.226 ns.
- The run gives the total negative setup slack as -8.35 ns.
- The run puts the max-slew headroom at the worst pin at 0.849.
- Setup repair after global routing could not meet its margin everywhere.
- The run gives the setup violation total in the final timing report as 177.

Status:
- The checks that failed: negative setup slack.
- The flow ran to the end, but the final reports show violations.

Detailed routing:
- The run puts the detail-routed net length per standard cell at around 15 um.
- Once detail routing completed, the nets flagged for antenna violations numbered 0.
- The run gives the final routed wirelength across all metal layers as 18100 um.
- The run gives the detailed router's first-iteration violation count as 91.
- The detailed router placed 3602 vias in this run.
- The run gives the average via count per standard cell as 3.00.
- The run gives the total iterations of the first detailed-routing run as 4.
- The run gives the number of remaining DRC errors as 0.

Placement:
- The run puts the worst slack after detailed placement at -0.0982 ns.
- Once detailed placement completed, the half-perimeter wirelength came to 14400 um.
- Port buffering added approximately 360 buffers.
- The run puts the area after detailed placement at 0.00884 mm^2.
- The run puts the placer congestion estimate at 0.803.

Job:
- In this run the tools logged warnings totalling 27.
- The run puts the reported max-cap violation count at 0.

Power and ir drop:
- The run gives the ratio of total power to cell area as 1800 mW/mm^2.
- The run puts the worst ir drop on vdd at 1.17 mV.
- The completed layout was analyzed and its total power is roughly 16 mW.
- The run puts the static power due to leakage at ~3.8 nW.

Min path:
- The run gives the startpoint of the lowest-slack hold path as rst_i.
- The run gives the cell count of the worst hold path as 2.
- In this run the worst hold path is classified as primary input to flop.
- For hold timing, the worst endpoint is immgen_o[11]$_SDFF_PN0_.
logic make-up after synthesis:
| logic type | Yosys count | synth area share |
|---|---|---|
| flip-flops | 177 | 0.733 |
| AND/OR/NAND/NOR | 177 | 0.229 |
| buffers and inverters | 19 | 0.0380 |
layout by cell type, fill, tap and decap left out:
cell and count:
sky130_fd_sc_hd__and2_1 177, sky130_fd_sc_hd__clkdlybuf4s50_1 177, sky130_fd_sc_hd__buf_2 164, sky130_fd_sc_hd__dfxtp_1 141
sky130_fd_sc_hd__dfxtp_2 35, sky130_fd_sc_hd__clkbuf_16 17, sky130_fd_sc_hd__buf_6 13, sky130_fd_sc_hd__inv_8 4
sky130_fd_sc_hd__inv_6 3, sky130_fd_sc_hd__clkinvlp_4 3, sky130_fd_sc_hd__buf_12 3, sky130_fd_sc_hd__clkinv_4 2
sky130_fd_sc_hd__buf_4 2, sky130_fd_sc_hd__diode_2 1, sky130_fd_sc_hd__clkbuf_8 1, sky130_fd_sc_hd__bufinv_16 1
sky130_fd_sc_hd__clkinv_2 1, sky130_fd_sc_hd__dfxtp_4 1
cells in the mapped netlist:
cell type	instances
sky130_fd_sc_hd__and2_1	177
sky130_fd_sc_hd__dfxtp_1	177
sky130_fd_sc_hd__buf_6	14
sky130_fd_sc_hd__buf_2	3
sky130_fd_sc_hd__clkbuf_1	1
sky130_fd_sc_hd__clkbuf_4	1
flip-flops by register name, indices dropped and copies added, names as in the netlist:
| name | count |
|---|---|
| data1_o | 32 |
| pc_add4_o | 32 |
| Exe_o | 3 |
| instr_o | 32 |
| alu_ctrl_input | 4 |
| WBreg_o | 5 |
| immgen_o | 32 |
| data2_o | 32 |
| WB_o | 3 |
| Mem_o | 2 |
worst max-delay path by stage:
stage                            startpoint    endpoint  depth (start not counted)  slack [ns]
after CTS             instr_o[7]$_SDFF_PN0_  instr_o[7]                          1       -0.17
after global routing  instr_o[7]$_SDFF_PN0_  instr_o[7]                          1       -0.17
final                 instr_o[7]$_SDFF_PN0_  instr_o[7]                          1       -0.11
per-stage QoR:
stage,instances,hold WS (ns),util
finish,1201,0.117,0.251
global route,1200,0.0993,0.251
CTS,1200,0.0887,0.249
detailed placement,1168,0.582,0.256
global placement,1168,0.586,0.256
floorplan,373,0.322,-
power by group:
part	switching [mW]	internal (mW)	leakage (nW)	total (mW)
registers	0.0867	7.44	1.49	7.52
clock network	3.13	3.59	0.281	6.72
logic	0.352	1.06	2.06	1.41
routing by layer:
| layer | GRT usage | vias up | wire (um) |
|---|---|---|---|
| li1 | - | 1842 | - |
| met1 | 0.0960 | 1576 | 7230 |
| met2 | 0.143 | 166 | 9030 |
| met3 | 0.0350 | 16 | 1560 |
| met4 | 0.0125 | 2 | 282 |
| met5 | 0 | - | 13 |
layout make-up:
cell class	count	area [um^2]
multi-input combinational	177	1110
clock buffer	18	439
sequential	177	3590
antenna	1	2.50
timing repair buffer	359	2810
clock inverter	14	146
tap	455	569
fill	3730	25900
timing repair:
| item | CTS | global route |
|---|---|---|
| endpoints found under the setup margin | 177 | 177 |
| setup buffers | 0 | 0 |
| gates resized | 617 | 25 |
Power is estimated from default activity; no workload was simulated.
